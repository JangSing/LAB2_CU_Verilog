==> ./design.v <==
module LAB2_CU(
  input   [7:5]IR,
  input   Aeq0,Apos,Enter,Clk,Reset,
  output IRload,JMPmux,PCload,Meminst,MemWr,Aload,Sub,Halt,
  output reg [1:0]Asel,
  output [3:0]stateOut
  );
  reg       [7:0]AllOut;
  reg       [3:0]next_state,state;
  parameter START=4'b0000, FETCH=4'b0001, DECODE=4'b0010;  
  parameter LOAD=4'b1000, STORE=4'b1001, ADD=4'b1010;
  parameter SUB=4'b1011, INPUT=4'b1100, JZ=4'b1101, JPOS=4'b1110, HALT=4'b1111;
  assign {IRload,JMPmux,PCload,Meminst,MemWr,Aload,Sub,Halt}=AllOut;
  assign stateOut=state;
  always@(posedge Clk, posedge Reset)
   begin
    if(Reset)
      state<=START;
    else 
      state<=next_state;
   end 
  always@(state,IR,Aeq0,Apos)
   begin
    case(state)
      START:
       begin
        AllOut=8'b00000000;
        Asel=2'b00;
        next_state=FETCH; 
       end
      FETCH:
       begin
        AllOut=8'b10100000;
        Asel=2'b00;
        next_state=DECODE;       
       end
      DECODE:
       begin
        AllOut=8'b00010000;
        Asel=2'b00;
        case(IR)
          3'b000  :next_state=LOAD;   
          3'b001  :next_state=STORE;   
          3'b010  :next_state=ADD;   
          3'b011  :next_state=SUB;   
          3'b100  :next_state=INPUT;   
          3'b101  :next_state=JZ;   
          3'b110  :next_state=JPOS;   
          3'b111  :next_state=HALT;
          default :next_state=DECODE;    
         endcase
        end
      LOAD:
       begin
        AllOut=8'b00000100;
        Asel=2'b10;
        next_state=START;    
       end 
      STORE:
       begin
        AllOut=8'b00011000;
        Asel=2'b00;
        next_state=START;    
       end 
      ADD:
       begin
        AllOut=8'b00000100;
        Asel=2'b00;
        next_state=START; 
       end    
      SUB:
       begin
        AllOut=8'b00000110;
        Asel=2'b00;
        next_state=START; 
       end   
      INPUT:
       begin
        AllOut=8'b00000100;
        Asel=2'b01;
        if(Enter)
          next_state=START; 
        else
          next_state=INPUT; 
       end   
      JZ:
       begin
        if(Aeq0)
          AllOut=8'b01100000;        
        else
          AllOut=8'b01000000;
        Asel=2'b00;
        next_state=START; 
       end  
      JPOS:
       begin
        if(Apos)
          AllOut=8'b01100000;        
        else
          AllOut=8'b01000000;      
        Asel=2'b00;
        next_state=START; 
       end 
      HALT:
       begin
        AllOut=8'b00000001;
        Asel=2'b00;
        next_state=HALT; 
       end
    endcase 
    end 
  endmodule 
==> ./run.sh <==
#!/bin/bash
# OpenROAD 26Q1-2900-gdf79404cd8, Yosys 0.63+post, stock flow scripts
make -C /OpenROAD-flow-scripts/flow DESIGN_CONFIG=/design/flow/config.mk WORK_HOME=/design/flow/orfs finish
==> ./config.mk <==
export PLATFORM = sky130hd
export DESIGN_NAME = LAB2_CU
export DESIGN_NICKNAME = LAB2_CU
export VERILOG_FILES = /design/flow/design.v
export SDC_FILE = /design/flow/constraint.sdc
export NUM_CORES = 4
export LEC_CHECK = 1
export CORE_AREA = 10 10 72 72
export DIE_AREA = 0 0 82 82
==> ./constraint.sdc <==
current_design LAB2_CU

set clk_period 1.0
set clk_io_pct 0.2

create_clock -name clk0 -period $clk_period [get_ports {Clk}]

set non_clock_inputs [all_inputs -no_clocks]
set_input_delay [expr $clk_period * $clk_io_pct] -clock clk0 $non_clock_inputs
set_output_delay [expr $clk_period * $clk_io_pct] -clock clk0 [all_outputs]
==> impl_metrics.yaml <==
# synthesis and place-and-route metrics
run_status:
  status: "finished clean"
global_routing:
  grt_pass1_wl_mm: 2.28
  grt_usage_pct: 4.37
  grt.overflow.total: 0
  antenna_found_initial: 0
  grt_pass1_vias: 459
  grt_max_degree: 15
power:
  p_total_mw: 0.530
  p_leak_nw: 0.360
  ir_drop_mv: 0.281
  p_per_area_nw_per_um2: 625
critical_path:
  crit_fanout: 2
  worst-path-buf-inv: 1
  worst_path_max_delay_cell: "dfrtp_1"
  crit_chain: "clkdlybuf4s15_1"
  critPathKind: "reg -> out"
  cpPeakStageDelay_ps: 370
  arrival_ps: 750
  critPathTopFamily: "flip-flops"
  worstSetupEndpointType: "output port"
  cp-start-kind: "flop"
  crit_required_ps: 800
clock_network:
  cts_tree: "yes"
  cts_hold_buf: 0
  htree_num_levels: 1
  path_clk_slew_ps: 30
  root_buffer: "clkbuf_8"
  cts_buffers: 3
  cts_resized: 8
  cts_buffer_depth: 2
  cts_setup_buffers: 0
yosys:
  most_common_cell: "dlxtn_1"
  ys_area_um2: 522
  syn-cell-area_um2: 522
  top_cells_by_count: "14 x dlxtn_1, 8 x nor2_1, 6 x a21oi_1"
  ys_ff: 18
  synth_warnings: 1
  top_cells_by_area: "dlxtn_1 40%, dfrtp_1 19%, a21oi_1 5.8%"
  ys_cells: 58
  ys_types: 17
  netlist_instances: 58
  ff_type: "dlxtn_1"
  top_area_share_pct: 40.3
  edf_count: 0
  synth_area_leader_cell: "dlxtn_1"
  async_flop_share_pct: 22.2
  synth.avg_cell_area_um2: 9.00
sta:
  max_freq_mhz: 1050
  whs_ps: 188
  setup_tns_ps: 0
  period_minus_slack_ps: 953
  unclocked_pins: 14
  slew_headroom_pct: 57.4
  finalHoldViolCount: 0
  setup_viol: 0
  unconstrained_endpoints: 28
  worst_slew_pin_slew_ps: 636
  final_max_slew_viol_count: 0
  fin_crit_sh_pct: 95.3
  rsz0062_at_grt: "no"
die:
  initial_core_util_pct: 14.1
  io_pins: 22
  rows: 22
  core_area_um2: 3690
  die_w_um: 82
  die_area_um2: 6720
  die_h_um: 82
final_layout:
  layout.area.seq_um2: 310
  combGateArea_um2: 181
  drive_above_1_share_pct: 8.33
  final_util_pct: 23.0
  fillers: 399
  area_growth_syn_to_layout_pct: 62.6
min_path:
  hold_class: "in -> async"
detailed_routing:
  finalWirelength_mm: 1.41
  avgViaCountPerCell: 3.61
  drt_iter0_markers: 36
  num_vias: 477
  avgRoutedWirePerCell_um: 10.7
  n_antenna_cell: 0
  drcViolationCount: 0
  ant_nets: 0
  dr.pass1.iters: 4
placement:
  gp_congestion: 0.817
  port_buffers: 21
  dp_hpwl_mm: 1.18
run:
  maxCapViolations: 0
  warnings: 25
final timing paths:
check | startpoint | end | slack [ps] | cells past startpoint
worst max-delay path | state[0] | stateOut[0] | 50 | 1
min in group clk0 | state[1] | stateOut[1] | 910 | 1
max in group asynchronous | Reset | state[2] | 650 | 2
worst min-delay path | Reset | state[1] | 190 | 2
cell type report:
| class | count | share of cell area (%) |
|---|---|---|
| Tap cell | 48 | 7.08 |
| Inverter | 4 | 1.77 |
| Sequential cell | 18 | 36.6 |
| Clock buffer | 3 | 4.87 |
| Multi-Input combinational cell | 34 | 21.4 |
| Timing Repair Buffer | 25 | 28.3 |
cells by family (layout without fill, tap and decap cells):
group | count (synthesis) | after routing | synth area share, %
buffers and inverters | 6 | 32 | 5.75
and+or+nand+nor | 21 | 21 | 20.1
DFF | 4 | 4 | 19.2
AOI/OAI and AO/OA | 13 | 13 | 14.6
latches | 14 | 14 | 40.3
state kept, by name, summed over array words and instances, names as in the netlist:
register	count
next_state	4
Asel	2
state	4
AllOut	8
per-layer routing:
layer	vias up	track usage, %	wire [µm]	part of all wire, %
li1	248	-	-	-
met1	206	5.43	572	41
met2	21	6.19	593	42
met3	2	3.30	233	17
met4	0	0.340	8	0.57
met5	-	0	0	0
cells in the final DEF, fill, tap and decap left out, drive strengths merged:
master / instances
a211oi: 1
a21oi: 6
a22oi: 2
and2b: 2
buf: 4
clkbuf: 3
clkdlybuf4s15: 4
clkdlybuf4s50: 17
dfrtp: 4
dlxtn: 14
inv: 4
nand2: 2
nand2b: 2
nand3: 1
nor2: 8
nor2b: 1
nor3: 4
o21ai: 1
o22ai: 3
or3b: 1
report_power, final:
group / switching, mW / leakage (nW) / internal, mW / total [mW]
logic: 0.0101 / 0.179 / 0.0266 / 0.0367
clock network: 0.0732 / 0.0216 / 0.256 / 0.329
registers: 0.000128 / 0.160 / 0.164 / 0.165
total: 0.0834 / 0.360 / 0.447 / 0.530
stage by stage:
step,cells,cell area [µm²],setup WS (ps)
after floorplan,58,522,399
after global placement,129,807,6.71
after detailed placement,129,807,0.282
after CTS,132,848,32.5
after global routing,132,848,5.69
final,132,848,46.8
No activity file was given, so power comes from the tool's default toggle rates.
