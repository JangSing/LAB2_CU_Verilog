`/design/flow/design.v`:
```
module uP_CU(
	input RESET, CLOCK,
	input [7:5] IR,
	input Aeq0, Apos, Enter,
	output IRload, JMPmux, PCload, Meminst, MemWr, Aload, Sub, Halt,
	output reg [1:0] Asel,
	output [3:0] outState
);
	reg [3:0] state, nextState;
	parameter START = 4'b0000, FETCH = 4'b0001, DECODE = 4'b0010;					 
	parameter LOAD  = 4'b1000, STORE = 4'b1001, ADD    = 4'b1010, SUB  = 4'b1011;	 
	parameter INPUT = 4'b1100, JZ 	 = 4'b1101, JPOS   = 4'b1110, HALT = 4'b1111;	 
	reg [0:7] outChain;
	assign {IRload, JMPmux, PCload, Meminst, MemWr, Aload, Sub, Halt} = outChain;
	always @ (posedge RESET, posedge CLOCK)
	begin
		if(RESET)
			state = START;
		else
			state = nextState;
	end
	always @ (state, IR, Aeq0, Apos, Enter)
	begin
		case(state)
			START: begin
				outChain  = 8'b00000000;
				Asel	  = 2'b00;
				nextState = FETCH;
			end
			FETCH: begin
				outChain  = 8'b10100000;
				Asel	  = 2'b00;
				nextState = DECODE;
			end
			DECODE: begin
				outChain  = 8'b00010000;
				Asel	  = 2'b00;
				if(!IR[7])
				begin
					if(!IR[6])
					begin
						if(!IR[5])	nextState = LOAD;
						else		nextState = STORE;
					end
					else
					begin
						if(!IR[5])	nextState = ADD;
						else		nextState = SUB;
					end
				end
				else
				begin
					if(!IR[6])
					begin
						if(!IR[5])	nextState = INPUT;
						else		nextState = JZ;
					end
					else
					begin
						if(!IR[5])	nextState = JPOS;
						else		nextState = HALT;
					end
				end
			end
			LOAD: begin
				outChain = 8'b00000100;
				Asel	 = 2'b10;
				nextState = START;
			end
			STORE: begin
				outChain = 8'b00011000;
				Asel	 = 2'b00;
				nextState = START;
			end
			ADD: begin
				outChain = 8'b00000100;
				Asel	 = 2'b00;
				nextState = START;
			end
			SUB: begin
				outChain = 8'b00000110;
				Asel	 = 2'b00;
				nextState = START;
			end
			INPUT: begin
				outChain = 8'b00000100;
				Asel	 = 2'b01;
				if(Enter)	nextState = START;
				else		nextState = INPUT;
			end
			JZ: begin
				outChain = {2'b01,Aeq0,5'b00000};
				Asel	 = 2'b00;
				nextState = START;
			end
			JPOS: begin
				outChain = {2'b01,Apos,5'b00000};
				Asel	 = 2'b00;
				nextState = START;
			end
			HALT: begin
				outChain = 8'b00000001;
				Asel	 = 2'b00;
				nextState = HALT;
			end
			default: nextState = START;
		endcase
	end
	assign outState = state;
endmodule
```
`/design/flow/run.sh`:
```
#!/bin/bash
# OpenROAD 26Q1-2900-gdf79404cd8, Yosys 0.63+post, stock flow scripts
make -C /OpenROAD-flow-scripts/flow DESIGN_CONFIG=/design/flow/config.mk WORK_HOME=/design/flow/orfs finish
```
`/design/flow/config.mk`:
```
export PLATFORM = sky130hd
export DESIGN_NAME = uP_CU
export DESIGN_NICKNAME = uP_CU
export VERILOG_FILES = /design/flow/design.v
export SDC_FILE = /design/flow/constraint.sdc
export NUM_CORES = 4
export LEC_CHECK = 1
export CORE_AREA = 10 10 70 70
export DIE_AREA = 0 0 80 80
```
`/design/flow/constraint.sdc`:
```
current_design uP_CU

set clk_period 2.5
set clk_io_pct 0.2

create_clock -name clk0 -period $clk_period [get_ports {CLOCK}]

set non_clock_inputs [all_inputs -no_clocks]
set_input_delay [expr $clk_period * $clk_io_pct] -clock clk0 $non_clock_inputs
set_output_delay [expr $clk_period * $clk_io_pct] -clock clk0 [all_outputs]
```
==> run_results.csv <==
group,metric,value,unit
layout,fill_cells,376,
setup_path,r2r_slack,1.28,ns
global_routing,grt_max_degree,15,
power,power_frac_seq,42.4,%
setup_path,worstPathArrival,1.32,ns
clocking,cts_made_buffers,3,
layout,final_cells,121,
setup_path,end_kind,"output port",
route,drt-pass1-iter-count,4,
synth,mux_share,0,%
global_routing,first_global_vias,450,
floorplan,core,3420,um^2
global_routing,grtUsageMet2,5.54,%
sta,setup_viol,0,
sta,fmax,0.549,GHz
synth,adder_share,0,%
route,routed_wl,1280,um
floorplan,die_h,80,um
setup_path,cp-start-kind,"flip-flop",
layout,drive_gt1_share,9.33,%
route,vias,438,
sta,finalCritPeriodShare,72.9,%
sta,untimed_endpoints,20,
clocking,cts-hold-fix-buffers,0,
clocking,clkTransAtPathRegs,0.04,ns
sta,unclocked_pins,10,
route,drt_iter0_markers,22,
synth,synth.avg_cell_area,8.62,um^2
setup_path,cp_cell_sequence,"clkdlybuf4s50_1",
global_routing,grt_use_total,3.97,%
clocking,htree_levels,1,
synth,ys_chip_area,474,um^2
setup_path,cp_top_family,"flip-flops",
global_routing,grt_pass1_wl,2120,um
setup_path,timing.rr.start,"state[0]$_DFF_PP0_",
floorplan,num_rows,21,
synth,ys_cells,55,
synth,synth_top_area_share,31.7,%
floorplan,fp_util,13.9,%
floorplan,die_w,80,um
setup_path,r2r_cells,3,
setup_path,crit_path_top_delay_cell,"dfrtp_1",
clocking,clk_latency,0.23,ns
power,p_switching,216,uW
power,p_leak,0.000297,uW
sta,post-route-min-period,1.82,ns
synth,yosysMostFrequentCell,"dlxtn_1",
synth,ys_async_sr_fraction,28.6,%
synth,synth_cells,55,
sta,slew_viol_final,0,
placed_design,gp_congestion,0.752,
power,power_density,786,nW/um^2
synth,yosys.area.top_type,"dlxtn_1",
clocking,cts_tree,"done",
setup_path,required,2.00,ns
synth,xor_area_share,0,%
global_routing,gr-usage-met1,5.32,%
power,max-vdd-ir-drop,0.237,mV
sta,finalClockSkew,0.000874,ns
synth,ys_types,22,
synth,yosysWarningCount,1,
sta,setup_tns,0,ns
power,combPwrFrac,43.7,%
placed_design,dp.cells,118,
route,drc,0,
synth,ys_sh_simple,23.0,%
setup_path,r2r_end,"state[1]$_DFF_PP0_",
setup_path,cp_max_fo,14,
min_path,min-delay-path-class,"input port to asynchronous set/reset pin",
placed_design,place_hpwl,1060,um
clocking,post_cts_buffers,0,
layout,area_growth,55.1,%
placed_design,portBuffers,21,
floorplan,chip_area,6400,um^2
route,antenna_cells,0,
synth,flop_cell,"dlxtn_1",
synth,top_cells_by_area,"dlxtn_1, dfrtp_1, a21oi_1",
setup_path,crit_buf_inv,1,
clocking,cts_buffer_depth,2,
sta,slew_headroom,67.6,%
clocking,cts_resized,0,
setup_path,slowest_delay,0.55,ns
synth,synth_area,474,um^2
route,post_drt_wl_per_cell,10.6,um
setup_path,crit_type,"flip-flop to output port",
route,ant_nets,0,
floorplan,ios,22,
run,tool_warnings,25,
power,p_clk_share,14.0,%
clocking,cts_root_buffer,"clkbuf_4",
synth,synthTopLogicFamily,"simple AND/OR/NAND/NOR gates",
power,p_int,363,uW
global_routing,grt.met3_usage,1.82,%
run,drv_cap,0,
route,viasPerCell,3.62,
outcome,outcome,"finished clean",
sta,rsz0062_at_grt,"no",
global_routing,antenna_found_initial,0,
synth,edf_count,0,
synth,ys_ff,14,
global_routing,overflow,0,
synth,synth.cellmix.compoundShare,15.0,%
global_routing,top_usage_layer,"met2",
sta,final-hold-violation-count,0,
sta,tightest_slew,0.484,ns
power,switching_share,37.3,%
[placed cells by master (no fill, tap or decap), types with 2 or more instances in the layout]
master            n
clkdlybuf4s50_1  21
dlxtn_1          10
nand2_1           4
nor3_1            4
nor2_1            4
a21oi_1           4
o21ai_0           4
dfrtp_1           4
inv_1             3
clkbuf_4          3
nand2b_1          2
nand3_1           2
and2b_2           2
[final cells by class]
class / count / area, um^2 / share of cell area, %
Clock buffer: 3 / 22.5 / 3.06
Tap cell: 46 / 57.6 / 7.82
Timing Repair Buffer: 21 / 210 / 28.6
Sequential cell: 14 / 250 / 34.0
Multi-Input combinational cell: 33 / 180 / 24.5
Inverter: 4 / 15.0 / 2.04
[cell families after synthesis]
logic type	Yosys count
buf+inv	8
flops	4
compound gates	12
simple gates	21
latches	10
[power by group through the flow]
stage,registers [uW],clock network (uW),logic (uW)
CTS,244,86.8,258
global route,256,92.5,293
finish,245,80.9,253
[through the flow]
stage / util, % / area, um^2 / hold slack [ns] / worst slack (ns) / power, uW
final: 21.5 / 736 / 0.449 / 0.677 / 579
after global routing: 21.5 / 736 / 0.474 / 0.606 / 642
after CTS: 21.5 / 736 / 0.445 / 0.663 / 589
after detailed placement: 20.9 / 713 / 0.663 / 0.923 / 502
after global placement: 20.9 / 713 / 0.673 / 0.945 / 499
after floorplan: - / 474 / 0.266 / 1.50 / 401
[worst max path at each step]
stage	start	end	depth (start not counted)
final	state[0]$_DFF_PP0_	outState[0]	1
after global routing	state[1]$_DFF_PP0_	outState[1]	1
after CTS	state[0]$_DFF_PP0_	outState[0]	1
[state kept, by name, indices dropped and copies added (netlist names)]
| register | cells |
|---|---|
| Asel | 2 |
| outChain | 8 |
| state | 4 |
[per-layer routing]
layer	part of all wire, %	vias up
met3	11	2
met4	0.63	0
met1	44	195
met2	43	17
met5	0	-
li1	-	224
Power and IR drop assume default switching activity.
